==> /design/flow/design.v <==
module alu(
    input logic [31:0] aluin1, aluin2, 
    input logic [1:0] aluctr,
    output logic [31:0] aluout, 
    output logic zero);
    always_comb begin
        case(aluctr)
           2'b10 : aluout <= aluin1 + aluin2;
           2'b11 : aluout <= aluin1 - aluin2;
           2'b00 : aluout <= aluin1 & aluin2;
           2'b01  : aluout <= aluin1 | aluin2;
            default: aluout <= 0;
        endcase 
        zero <= aluout & 0;
    end 
endmodule 
module core(
    input logic CLK, reset, 
    output logic [3:0]out_cpu);
    logic [31:0] pc_n, pc_out, inst;
    pc pc_cpu(pc_n, pc_out);
    rom inst_mem(pc_out/4, inst);
    logic [31:0]pc_4;
    pc_add4 pc_4_cpu(pc_out, pc_4);
    logic m_write, m_read, r_write, out_c, alu_in, branch;
    logic [1:0] alu_mode;
    logic [31:0] ext_num;
    decode decode_cpu(inst, reset, m_read, m_write, r_write, out_c, alu_in, branch, alu_mode, ext_num);
    logic [31:0] jmp_inst;
    pc_jmp jmp_cpu(pc_out, ext_num, jmp_inst);
    logic ZERO;    
    pc_det pc_next(jmp_inst, pc_4, ZERO, CLK, reset, branch, pc_n);    
    logic [31:0] reg1, reg2, w_data;
    register reg_cpu(CLK, r_write, inst[19:15], inst[24:20], inst[11:7], w_data, reg1, reg2);    
    logic [31:0] alu_in2 ;
    assign alu_in2 = (alu_in)? ext_num: reg2;
    logic [31:0] alu_out;
    alu alu_cpu(reg1, alu_in2, alu_mode, alu_out, ZERO);
    logic [31:0] mem_out;
    ram memory_cpu(CLK, m_read, m_write, alu_out, reg2, mem_out);
    assign w_data = (out_c)?mem_out:alu_out;  
      out cpu_o(w_data, out_cpu);
endmodule
module out(
    input logic [31:0] cpu_out,
    output logic [3:0]out_t);
    assign out_t = cpu_out[3:0];
endmodule
module decode(
input logic [31:0] INST,
input logic reset, 
output logic mem_read, mem_write, reg_write, out_ctr, alu_in_ctr,  branch, 
output logic [1:0] alu_ctr,
output logic [31:0] ext_out);
always_comb begin    
    mem_read <= 1'b0; mem_write <= 1'b0; reg_write <= 1'b0;
    branch <= 1'b0; out_ctr <= 1'b0; alu_in_ctr <= 1'b0; 
    alu_ctr <= 0; 
    if (reset == 0) begin
        ext_out[31:12] <= ({20{INST[31]}});
        case (INST[6:0]) 
           7'b1100011: begin  
                alu_ctr <= 2'b11;
                branch <= 1'b1;
                ext_out[10:5] <= INST[30:25];
                ext_out[11] <= INST[7];
                ext_out[4:1] <= INST[11:8];
                ext_out[0] <= INST[31];
            end
           7'b0000011: begin  
                alu_ctr <= 2'b10;
                alu_in_ctr <= 1'b1;
                out_ctr <= 1'b1;
                mem_read <=1'b1;
                reg_write <= 1'b1;
                ext_out[11:0] <= INST[31:20];
            end
           7'b0010011: begin  
                alu_ctr <= 2'b10;
                alu_in_ctr <= 1'b1;
                reg_write <= 1'b1;
                ext_out[11:0] <= INST[31:20];
           end 
           7'b0110011: begin  
                reg_write <= 1'b1;
                ext_out[11:0] <= 0;
                    case (INST[14:12]) 
                       3'b000:begin
                            if(INST[30]) alu_ctr <= 2'b11;
                            else alu_ctr <= 2'b10;
                        end
                       3'b110:
                            alu_ctr <= 2'b01;
                       3'b111:
                            alu_ctr <= 2'b00;
                        default:alu_ctr <= 0 ;
                    endcase
            end
           7'b0100011: begin  
                alu_ctr <= 2'b10;
                mem_write <= 1'b1;
                alu_in_ctr <= 1'b1;
                ext_out[11:5] <= INST[31:25];
                ext_out[4:0] <= INST[11:7];
            end
            default:ext_out[11:0] <= 0;
        endcase 
    end
    else ext_out <= 0;
end
endmodule
module pc(
    input logic [31:0]pc_num, 
    output logic [31:0] out_pc);
    assign out_pc = pc_num;
endmodule
module pc_add4(
    input logic [31:0]num,
    output logic [31:0]inc_pc);
    assign inc_pc = num + 4;
endmodule
module pc_jmp(
    input logic [31:0] num1, num2, 
    output logic [31:0] jmp_addr);
    assign jmp_addr = num1 + num2;
endmodule
module pc_det (
    input logic [31:0] tar_inst, pc_inc,
    input logic ZERO, clk, reset, branch,
    output logic [31:0] pc_next);
    logic [31:0] pc_nu;
    assign pc_nu = (branch && ZERO)?tar_inst:pc_inc;
    always @(posedge clk) begin
        case(reset)
            1'b1 :pc_next <= 0;
            1'b0: pc_next <= pc_nu;
        endcase 
    end
endmodule
module ram (
input logic clk, read_ram, write_ram,
input logic [31:0] ram_addr, ram_write_data,
output logic [31:0] ram_out);
logic [31:0] ram_data[31:0];
integer count;
initial begin
    for (count = 0; count < 16; count = count + 1) begin
        ram_data [count] <= count; 
    end 
end
    assign ram_out = (clk && read_ram)?ram_data[ram_addr]:0;
    always @(negedge clk) begin
        ram_data[ram_addr] <= (write_ram)?ram_write_data:ram_data[ram_addr];
    end
endmodule 
module register(
input logic clk, write_reg,
input logic [4:0] read_reg1, read_reg2, write_reg_addr,
input logic [31:0] write_reg_data,
output logic [31:0] out_reg1, out_reg2);
logic [31:0] reg_data [31:0];
integer count;
initial begin
    for (count = 0; count < 32; count = count + 1) begin
        reg_data [count] <= count; 
    end 
end
    assign out_reg1 = reg_data[read_reg1];
    assign out_reg2 = reg_data[read_reg2];
always @ (negedge clk) begin   
    if (write_reg == 1 && write_reg_data !== 32'hx) reg_data[write_reg_addr] <= write_reg_data;
 end
endmodule 
module rom(
input logic [31:0] rom_addr, 
output logic [31:0] rom_out);
logic [31:0]rom_data [32'hf:0];
initial begin
rom_data[0] <= 32'b0000000_00010_00001_000_00001_0110011;  
rom_data[1] <= 32'b0000000_00010_00001_000_00001_0110011;  
rom_data[2] <= 32'b0100000_00010_00001_000_00001_0110011;  
rom_data[3] <= 32'b0000000_00010_00001_110_00011_0110011;  
rom_data[4] <= 32'b0000000_00010_00001_111_00011_0110011;  
rom_data[5] <= 32'b0000000_00010_00001_010_00000_0100011;  
rom_data[6] <= 32'b0000000_00000_00001_010_00001_0000011;  
rom_data[7] <= 32'b0000000_00011_00001_000_00001_0010011;  
rom_data[8] <= 32'b0000000_00011_00001_000_00001_0010011;  
rom_data[9] <= 32'b0000000_00011_00001_000_00001_0010011;  
rom_data[10] <= 32'b0000000_00011_00001_000_00001_0010011;  
rom_data[11] <= 32'b0000000_00011_00001_000_00001_0010011;  
rom_data[12] <= 32'b0000000_00011_00001_000_00001_0010011;  
rom_data[13] <= 32'b0000000_00011_00001_000_00001_0010011;  
rom_data[14] <= 32'b0000000_00011_00001_000_00001_0010011;  
rom_data[15] <= 32'b0000000_00011_00001_000_00001_0010011;  
end
always_comb rom_out <= rom_data[rom_addr];
endmodule
==> /design/flow/run.sh <==
#!/bin/bash
# OpenROAD 26Q1-2900-gdf79404cd8, Yosys 0.63+post, stock flow scripts
make -C /OpenROAD-flow-scripts/flow DESIGN_CONFIG=/design/flow/config.mk WORK_HOME=/design/flow/orfs finish
==> /design/flow/config.mk <==
export PLATFORM = sky130hd
export DESIGN_NAME = core
export DESIGN_NICKNAME = core
export VERILOG_FILES = /design/flow/design.v
export SDC_FILE = /design/flow/constraint.sdc
export NUM_CORES = 4
export LEC_CHECK = 1
export CORE_UTILIZATION = 50
==> /design/flow/constraint.sdc <==
current_design core

set clk_period 11.6
set clk_io_pct 0.2

create_clock -name clk0 -period $clk_period [get_ports {CLK}]

set non_clock_inputs [all_inputs -no_clocks]
set_input_delay [expr $clk_period * $clk_io_pct] -clock clk0 $non_clock_inputs
set_output_delay [expr $clk_period * $clk_io_pct] -clock clk0 [all_outputs]
==> impl_metrics.tcl <==
# yosys + openroad results
set metrics [dict create \
    status "finished clean" \
    rows 29 \
    holdCritStartpoint "pc_next.pc_next[2]" \
    grt_first_pass_wirelength_um 11800 \
    slew_viol_final 0 \
    num_antenna_cells 0 \
    stdcell_area_sq_um 4250 \
    avgSynthCellArea_sq_um 13.9 \
    drive_above_1_share 0.190 \
    cp_slowest_cell "clkdlybuf4s50_1" \
    critPathLaunchType "input pin" \
    drc 0 \
    min_to "decode_cpu.INST[30]" \
    post-cts-setup-buffer-count 0 \
    p_leak_nw 1.83 \
    critPathMaxFanout 12 \
    ys_seq_elements 77 \
    worst_pin_slew_ns 0.735 \
    rsz0062_at_grt "false" \
    die_w_um 84.1 \
    netlist_area_sq_um 3370 \
    synthArstFlopShare 0 \
    dp.cells 337 \
    cpPeakStageDelay_ns 0.46 \
    coreArea_sq_um 6420 \
    grt.overflow.total 0 \
    common_cells "edfxtp_1, nor2_1, nand2_1" \
    grtUsageTotal 0.241 \
    max_cap_violations 0 \
    antenna_found_initial 0 \
    clk_latency_ns 0.51 \
    power.share.switching 0.297 \
    warnings 38 \
    grt_pass1_vias 2574 \
    critPathBufInv 3 \
    peakVddDrop_mv 0.157 \
    gp_congestion 0.905 \
    hold_violations 0 \
    cp_top_family "simple AND/OR/NAND/NOR gates" \
    cp.required_ns 6.15 \
    synthDominantCellAreaShare 0.570 \
    instances_no_fill 429 \
    rr_startpoint "decode_cpu.INST[5]" \
    fin_setup_tns_ns 0 \
    ys_types 49 \
    p_switching_w 0.000262 \
    grt_max_degree 17 \
    fin_skew_ns 0.0648 \
    via_per_inst 5.35 \
    nFillCells 470 \
    dieArea_sq_um 7070 \
    seq_power_share 0.402 \
    setup_viol 0 \
    intPower_w 0.000621 \
    r2r_end "memory_cpu.ram_data[7][3]" \
    ys_seq_frac 0.647 \
    crit_chain "clkdlybuf4s50_1 -> nor3b_4 -> mux2i_1 -> ha_1 -> nand2_1 -> o21ai_0 -> ha_1 -> inv_1 -> and2_1 -> nor2_1 -> nand2b_1 -> o22ai_1 -> a21oi_1 -> a21oi_1 -> buf_4" \
    area_leaders "edfxtp_1, dfxtp_1, mux2i_1" \
    ios 6 \
    min_path_type "flip-flop to flip-flop" \
    yosys_area_sq_um 3370 \
    cp.arrival_ns 5.70 \
    avgRoutedWirePerCell_um 16.1 \
    crit_type "input pin to flip-flop" \
    syn2layout_area_growth_pct 26.2 \
    ant_nets 0 \
    top_cell "edfxtp_1" \
    holdPathStages 2 \
    dp_hpwl_um 4730 \
    synthCells 243 \
    reg2reg_depth 14 \
    powerDensity_nw_per_um2 208 \
    io_buffers 5 \
    cts_tree "done" \
    whs_ns 0.480 \
    cts_resized 0 \
    top_area_cell "edfxtp_1" \
    slew-limit-headroom 0.506 \
    r2r_slack_ns 2.28 \
    yosysWarningCount 6 \
    fp_util 0.525 \
    power_frac_clock 0.439 \
    finalPower_w 0.000883 \
    drtIter0Drc 191 \
    routed_wl_um 6920 \
    firstDrtPassIters 4 \
    pwr-share-comb 0.159 \
    path_clk_slew_ns 0.09 \
    die_h_um 84.1 \
    yosys_cells 243 \
    crit_path_end_kind "flip-flop" \
    ctsHoldBuffers 0 \
    placed_area_sq_um 3620 \
    vias 2295 \
    synth-edff-count 64 \
    ys.flop_type "edfxtp_1" \
]
-- worst max-delay path by stage --
stage | from | to | slack, ns | cells past startpoint
finish | reset | memory_cpu.ram_data[7][3] | 0.44 | 15
global route | reset | memory_cpu.ram_data[1][3] | 0.13 | 15
CTS | reset | memory_cpu.ram_data[4][3] | 0.44 | 15
-- through the flow --
step | util | worst slack, ns
detailed placement | 0.564 | -0.0287
global placement | 0.564 | 0.0124
floorplan | - | 0.185
global route | 0.662 | 0.127
CTS | 0.662 | 0.443
finish | 0.662 | 0.444
-- sequential cells by signal (all words and copies together) (netlist names) --
name / flops
pc_next.pc_next: 4
decode_cpu.INST: 9
memory_cpu.ram_data: 64
-- placed cells by master, fill, tap and decap left out, types with 2 or more instances in the layout --
cell / Yosys / routed
dfxtp_1: 13 / 13
o22ai_1: 5 / 5
inv_1: 5 / 69
edfxtp_1: 64 / 64
nor3_1: 7 / 7
o311ai_0: 2 / 2
a211oi_1: 2 / 2
o221ai_1: 3 / 3
nand2b_1: 5 / 5
o21ai_0: 3 / 3
clkbuf_8: 0 / 20
nand2_1: 15 / 15
a2bb2oi_1: 2 / 2
mux2_2: 7 / 7
o211ai_1: 2 / 2
xnor2_1: 2 / 2
a21oi_1: 11 / 11
a21o_1: 2 / 2
clkdlybuf4s50_1: 0 / 5
ha_1: 6 / 6
inv_6: 0 / 2
and3_1: 2 / 2
bufinv_16: 0 / 2
nor2_1: 31 / 31
mux2i_1: 14 / 14
nand3_1: 4 / 4
mux4_2: 6 / 6
buf_4: 2 / 20
-- cells by family after synthesis --
group           Yosys count  share of synthesized area
compound gates           38                     0.0754
fa+ha+maj                 6                     0.0223
buf+inv                  13                     0.0219
simple gates             78                      0.116
mux                      28                      0.109
xor+xnor                  3                    0.00780
flops                    77                      0.647
-- routing by layer --
layer,vias to the layer above,part of all wire,GRT usage
met1,1067,0.45,0.364
met4,0,0.021,0.114
met5,-,0,0
met3,14,0.077,0.129
li1,1135,-,-
met2,79,0.45,0.313
-- power groups by stage --
| stage | clock network [W] | logic, W | registers (W) |
|---|---|---|---|
| 4_1_cts | 0.000402 | 0.000142 | 0.000355 |
| 5_1_grt | 0.000437 | 0.000155 | 0.000356 |
| 6_report | 0.000387 | 0.000141 | 0.000355 |
-- tightest hold or removal path, delay by kind of cell (launching register included) --
family / cells / cell delay, ns
DFF: 1 / 0.34
and+or+nand+nor: 2 / 0.11
-- area by class of cell --
type                       count  area, sq um  area share
inverter                       4         15.0     0.00353
clock buffer                  25          319      0.0750
tap                           77         96.3      0.0227
timing repair buffer          21          160      0.0377
sequential                    77         2180       0.513
multi-input combinational    153         1120       0.264
clock inverter                72          357      0.0838
No activity file was given, so power comes from the tool's default toggle rates.
